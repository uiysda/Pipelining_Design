--- design/flow/design.v ---
`timescale 1ns/1ns
module Reg_File( Clk, RegWrite, RN1, RN2, WN, WD, RD1, RD2 );
  input             Clk, RegWrite;
  input      [4:0]  RN1, RN2, WN;
  input      [31:0] WD;
  output reg [31:0] RD1, RD2;
  reg[31:0] file_array[31:1];
  always @( RN1 or file_array[RN1] ) 
  begin  
    if ( RN1 == 0 )
    begin
      RD1 = 32'd0;
    end
    else
    begin
      RD1 = file_array[RN1];
    end
    $display( "%d, reg_file[%d] => %d (Port 1)", $time/10, RN1, RD1);
  end
  always @( RN2 or file_array[RN2] )
  begin
    if ( RN2 == 0 )
    begin
      RD2 = 32'd0;
    end
    else
    begin
      RD2 = file_array[RN2];
    end
    $display( "%d, reg_file[%d] => %d (Port 2)", $time/10, RN2, RD2);
  end
  always @( posedge Clk ) 
  begin
    if ( RegWrite && ( WN != 0 ) )
    begin
      file_array[WN] <= WD;
      $display( "%d, reg_file[%d] <= %d (Write)", $time/10, WN, WD);
    end
  end
endmodule
--- design/flow/constraint.sdc ---
current_design Reg_File

set clk_period 7.2
set clk_io_pct 0.2

create_clock -name clk0 -period $clk_period [get_ports {Clk}]

set non_clock_inputs [all_inputs -no_clocks]
set_input_delay [expr $clk_period * $clk_io_pct] -clock clk0 $non_clock_inputs
set_output_delay [expr $clk_period * $clk_io_pct] -clock clk0 [all_outputs]
--- design/flow/config.mk ---
export PLATFORM = sky130hd
export DESIGN_NAME = Reg_File
export DESIGN_NICKNAME = Reg_File
export VERILOG_FILES = /design/flow/design.v
export SDC_FILE = /design/flow/constraint.sdc
export NUM_CORES = 4
export LEC_CHECK = 1
export CORE_UTILIZATION = 30
--- design/flow/run.sh ---
#!/bin/bash
# OpenROAD 26Q1-2900-gdf79404cd8, Yosys 0.63+post, stock flow scripts
make -C /OpenROAD-flow-scripts/flow DESIGN_CONFIG=/design/flow/config.mk WORK_HOME=/design/flow/orfs finish
==> impl_report.txt <==
FLOW METRICS REPORT
----------------------------------------------------
[Critical path]
  Critical Setup Path Class ........................ primary input to output pin
  Setup crit start ........................ RN1[4]
  Highest fanout seen on the critical path ........................ 13
  Endpoint kind of the worst setup timing path ........................ output pin
  Critical path capture point ........................ RD1[12]
  Data arrival time of the critical path ........................ 4.53 ns
  Data required time of the worst path ........................ 5.76 ns
  Critical path startpoint category ........................ primary input

[Logic synthesis]
  Post-synthesis register bit count ........................ 992
  Library cell occupying the most area in the post-synthesis netlist ........................ sky130_fd_sc_hd__edfxtp_1
  Synthesized area ........................ 46,500 um2
  YS chip area ........................ 46,500 um2
  Mean instance size in the synthesized netlist ........................ 17.9 um2
  Share of async-settable or async-resettable flops after synthesis ........................ 0%
  Post-synthesis cell count from yosys ........................ 2,601
  Dominant register cell ........................ sky130_fd_sc_hd__edfxtp_1
  Warning count from the yosys run ........................ 3
  Share of synthesized area occupied by flip-flops and latches ........................ 64.1%
  Distinct cell type count after synthesis ........................ 38
  Flip-flops with a built-in enable ........................ 992
  Cell types occupying the most area after synthesis ........................ sky130_fd_sc_hd__edfxtp_1, sky130_fd_sc_hd__mux4_2, sky130_fd_sc_hd__mux2i_1
  Post-synthesis cell count ........................ 2,601
  Top area contributor share ........................ 64.1%

[Layout]
  Biggest register ........................ file_array
  Largest regs ........................ file_array (992)
  Number of flip-flops under the largest register name ........................ 992
  Layout cell share with drive strength beyond 1 ........................ 24.7%
  Area grow syn2layout ........................ 15.9%
  Layout Cells excl Fill ........................ 4,871
  Fill cell instance count of the final layout ........................ 14,200

[Detailed routing]
  Number of routed nets with antenna violations ........................ 0
  Wire length per cell ........................ 28.9 um
  Vias per Instance ........................ 5.45
  Total wirelength of the detailed-routed design ........................ 141,000 um
  Violation count after the first detailed-routing iteration ........................ 1,727
  Total number of vias ........................ 26,600
  Drt first pass iters ........................ 21
  Remaining DRCs ........................ 0

[GRT]
  All-layer global routing usage ........................ 19.1%
  Via count of the first global-routing pass ........................ 28,600
  Largest net degree at the start of global routing ........................ 82
  Initial antenna violation count ........................ 5
  Remaining global-route overflow ........................ 0
  First-pass GRT wire length ........................ 201,000 um

[Die]
  Area inside the core boundary ........................ 154,000 um2
  Y dimension of the die ........................ 396 um
  Num ports ........................ 113
  Init Core Util ........................ 30.2%
  Die W ........................ 396 um
  Total die size ........................ 157,000 um2
  Number of placement rows ........................ 144

[Clock tree]
  CTS tree ........................ done
  Clock input transition at the sequential cells of the worst setup and hold paths ........................ 0.06 ns
  PostCTS Resize Cnt ........................ 0
  Clock Tree Buf Depth ........................ 3
  Post-CTS Setup Inserts ........................ 0
  Clock sinks ........................ 992
  Clock tree root buffer cell ........................ sky130_fd_sc_hd__clkbuf_16
  H-tree depth reported by CTS ........................ 3
  Num CTS Buffers ........................ 101
  Hold buffers post-CTS ........................ 0

[Final timing]
  Fin crit period ........................ 5.97 ns
  Hold violation total from the final report ........................ 0
  Top achievable clock speed ........................ 0.167 GHz
  Worst slew margin relative to its limit ........................ 36.0%
  Sum of negative setup slack ........................ 0 ns
  Unrepaired setup endpoints after global routing ........................ no
  Worst-margin pin slew ........................ 0.958 ns
  Post-route fraction of the period consumed by the critical path ........................ 83.0%
  Slew Limit Fails ........................ 0
  Final setup violation count ........................ 0

[Worst hold path]
  Hold Crit Class ........................ primary input to flip-flop
  Start point of the worst hold path ........................ WD[6]
  Min-Delay Path Depth ........................ 2

[Flow run]
  OpenROAD warnings ........................ 25
  Max-capacitance violation count ........................ 0

[Placement]
  Cell Count Post-Placement ........................ 4,680
  Count of input and output buffers ........................ 112
  Half-perimeter wire length of the detailed placement result ........................ 81,900 um
  Routability cong. ........................ 0.881

[Power]
  Worst vdd ir ........................ 0.000192 V
  Power per cell area ........................ 241 nW/um2
  Reported leakage power ........................ 0.0175 uW

[Run status]
  Outcome ........................ finished, final reports clean

----------------------------------------------------
cell usage after synthesis (31+ instances only):
library cell,count
sky130_fd_sc_hd__a211o_1,31
sky130_fd_sc_hd__nand2_1,89
sky130_fd_sc_hd__mux4_2,339
sky130_fd_sc_hd__edfxtp_1,992
sky130_fd_sc_hd__mux2i_1,316
sky130_fd_sc_hd__buf_2,58
sky130_fd_sc_hd__buf_4,31
sky130_fd_sc_hd__and2_1,34
sky130_fd_sc_hd__nand3_1,52
sky130_fd_sc_hd__a22o_1,45
sky130_fd_sc_hd__a21oi_1,68
sky130_fd_sc_hd__clkbuf_1,85
sky130_fd_sc_hd__nor2_1,115
sky130_fd_sc_hd__a311o_1,31
sky130_fd_sc_hd__nor2b_1,36
sky130_fd_sc_hd__a22oi_1,92
sky130_fd_sc_hd__mux2_2,34
metrics by stage:
step | total power (uW) | instance area [um2] | util [%] | worst slack [ns] | hold slack (ns)
finish | 13000 | 53900 | 35.0 | 1.23 | 1.54
CTS | 13100 | 53900 | 35.0 | 1.27 | 1.50
detailed placement | 7760 | 50500 | 32.8 | 1.28 | 2.27
global placement | 7750 | 50500 | 32.8 | 1.28 | 2.26
global route | 13300 | 53900 | 35.0 | 1.11 | 1.55
floorplan | 7220 | 46500 | - | 2.77 | 1.54
worst max-delay path, stage by stage:
cell and delay, ns:
sky130_fd_sc_hd__clkdlybuf4s50_1 0.84, sky130_fd_sc_hd__buf_4 0.43, sky130_fd_sc_hd__a21oi_2 0.31, sky130_fd_sc_hd__o21ai_0 0.18, sky130_fd_sc_hd__a31oi_1 0.71, sky130_fd_sc_hd__clkdlybuf4s50_1 0.61
logic make-up (layout without fill, tap and decap cells):
kind of cell / after synthesis / after routing / share of synthesized area, %
flip-flops: 992 / 992 / 64.1
multiplexers: 698 / 698 / 24.6
AND/OR/NAND/NOR: 374 / 374 / 3.85
AND-OR/OR-AND: 332 / 332 / 5.17
buffers and inverters: 205 / 430 / 2.36
other: 0 / 1 / 0
worst min-delay path by stage:
stage / end / slack [ns]
4_1_cts: file_array[18][6] / 1.50
6_report: file_array[18][6] / 1.54
5_1_grt: file_array[22][5] / 1.55
layout make-up:
cell class	count	area (um2)	area share (%)
Antenna cell	1	2.50	0.00464
Clock buffer	119	2660	4.93
Clock inverter	71	709	1.32
Inverter	1	3.75	0.00696
Multi-Input combinational cell	1404	15900	29.5
Sequential cell	992	29800	55.3
Tap cell	2044	2560	4.74
Timing Repair Buffer	239	2280	4.24
report_power, final:
part           switching [uW]  internal, uW  leakage (uW)
Clock                    2270          3070       0.00164
Sequential               27.0          6430       0.00894
Combinational             663           509       0.00688
Total                    2960         10000        0.0175
per-layer routing:
metal,routed length [um],vias up,track usage (%)
li1,-,11200,-
met1,48800,13500,22.8
met2,64400,1705,28.1
met3,24000,195,14.6
met4,3330,14,3.56
met5,175,-,0.770
layout by cell type, fill, tap and decap left out, types with 32 or more instances in the layout:
cell,netlist,routed
sky130_fd_sc_hd__mux2_2,34,34
sky130_fd_sc_hd__nor2_4,0,32
sky130_fd_sc_hd__mux2i_1,316,316
sky130_fd_sc_hd__clkinv_1,0,33
sky130_fd_sc_hd__edfxtp_1,992,992
sky130_fd_sc_hd__nand2_1,89,89
sky130_fd_sc_hd__a21oi_1,68,67
sky130_fd_sc_hd__nand3_1,52,52
sky130_fd_sc_hd__nor2_1,115,82
sky130_fd_sc_hd__buf_4,31,113
sky130_fd_sc_hd__clkbuf_16,0,104
sky130_fd_sc_hd__clkdlybuf4s50_1,0,104
sky130_fd_sc_hd__mux4_2,339,339
sky130_fd_sc_hd__and2_1,34,33
sky130_fd_sc_hd__a22o_1,45,45
sky130_fd_sc_hd__a22oi_1,92,92
No activity file was given, so power comes from the tool's default toggle rates.
